==> flow/design.v <==
module Decode_Pipe (
    input clk,
    input [3:0] D_icode,D_ifun,D_rA,D_rB,
    input [63:0] D_valC,D_valP,
    input [0:3] D_stat,
    input [3:0] e_dstE,M_dstE,M_dstM,W_dstE,W_dstM,
    input [63:0] e_valE,m_valM,M_valE,W_valM,W_valE,
    input E_bubble,
    input [3:0] W_icode,
    output reg signed [63:0] rax,rbx,rcx,rdx,rsp,rbp,rsi,rbi,r8,r9,r10,r11,r12,r13,r14,
    output reg [3:0] E_icode, E_ifun, E_dstE, E_dstM, E_srcA, E_srcB,   
    output reg signed [63:0] E_valC, E_valA, E_valB,        
    output reg [0:3] E_stat,
    output reg [3:0] d_srcA,d_srcB  
);
    reg [3:0] d_dstE, d_dstM;
    reg [63:0] d_valA, d_valB;                                      
    reg [63:0] d_rvalA, d_rvalB;                                    
    reg signed [63:0] reg_file[0:14];                                      
    initial begin
        reg_file[0] = 64'd0;         
        reg_file[1] = 64'd0;         
        reg_file[2] = 64'd0;        
        reg_file[3] = 64'd0;        
        reg_file[4] = 64'd256;        
        reg_file[5] = 64'd64;         
        reg_file[6] = 64'd0;       
        reg_file[7] = 64'd0;      
        reg_file[8] = 64'd0;     
        reg_file[9] = 64'd0;     
        reg_file[10] = 64'd0;     
        reg_file[11] = 64'd0;     
        reg_file[12] = 64'd0;         
        reg_file[13] = 64'd0;      
        reg_file[14] = 64'd0;      
    end
    always @(*) begin
        case(D_icode)
            4'b0000: begin  
            end
            4'b0001: begin  
            end
            4'b0010: begin  
                d_srcA = D_rA;
                d_dstE = D_rB;
                d_rvalA = reg_file[d_srcA];
                d_rvalB = 64'd0;
            end
            4'b0011: begin  
                d_dstE = D_rB;
            end
            4'b0100: begin  
                d_srcA = D_rA;
                d_srcB = D_rB;
                d_rvalA = reg_file[d_srcA];
                d_rvalB = reg_file[d_srcB];
            end
            4'b0101: begin  
                d_srcB = D_rB;
                d_dstM = D_rA;
                d_rvalB = reg_file[d_srcB];
            end
            4'b0110: begin  
                d_srcA = D_rA;
                d_srcB = D_rB;
                d_dstE = D_rB;
                d_rvalA = reg_file[d_srcA];
                d_rvalB = reg_file[d_srcB];
            end
            4'b0111: begin  
            end
            4'b1000: begin  
                d_srcB = 4;
                d_dstE = 4;
                d_rvalB = reg_file[4];
            end
            4'b1001: begin  
                d_srcA = 4;
                d_srcB = 4;
                d_dstE = 4;
                d_rvalA = reg_file[4];
                d_rvalB = reg_file[4];
            end
            4'b1010: begin  
                d_srcA = D_rA;
                d_srcB = 4;
                d_dstE = 4;
                d_rvalA = reg_file[d_srcA];
                d_rvalB = reg_file[4];
            end
            4'b1011: begin  
                d_srcA = 4;
                d_srcB = 4;
                d_dstE = 4;
                d_dstM = D_rA;
                d_rvalA = reg_file[4];
                d_rvalB = reg_file[4];
            end
            default : begin
                d_srcA = 4'hF;
                d_srcB = 4'hF;
                d_dstE = 4'hF;
                d_dstM = 4'hF;
            end
        endcase
    end
    always @(*) begin
        if(D_icode == 4'b1000 || D_icode == 4'b0111)
            d_valA = D_valP;
        else if(d_srcA == e_dstE)
            d_valA = e_valE;
        else if(d_srcA == M_dstM)
            d_valA = m_valM;
        else if(d_srcA == M_dstE)
            d_valA = M_valE;
        else if(d_srcA == W_dstM)
            d_valA = W_valM;
        else if(d_srcA == W_dstE)
            d_valA = W_valE;
        else
            d_valA = d_rvalA;
        if(d_srcB == e_dstE)
            d_valB = e_valE;
        else if(d_srcB == M_dstM)
            d_valB = m_valM;
        else if(d_srcB == M_dstE)
            d_valB = M_valE;
        else if(d_srcB == W_dstM)
            d_valB = W_valM;
        else if(d_srcB == W_dstE)
            d_valB = W_valE;
        else
            d_valB = d_rvalB;
    end
    always @(*) begin
        case(W_icode)
            4'b0000: begin  
            end
            4'b0001: begin  
            end
            4'b0010: begin  
                reg_file[W_dstE] = W_valE;
            end
            4'b0011: begin  
                reg_file[W_dstE] = W_valE;
            end
            4'b0100: begin  
            end
            4'b0101: begin  
                reg_file[W_dstM] = W_valM;
            end
            4'b0110: begin  
                reg_file[W_dstE] = W_valE;
            end
            4'b0111: begin  
                reg_file[W_dstE] = W_valE;
            end
            4'b1000: begin  
                reg_file[W_dstE] = W_valE;
            end
            4'b1001: begin  
                reg_file[W_dstE] = W_valE;
            end
            4'b1010: begin  
                reg_file[W_dstE] = W_valE;
            end
            4'b1011: begin  
                reg_file[W_dstE] = W_valE;
                reg_file[W_dstM] = W_valM;
            end
        endcase
    end
    always @(*) begin
        rax <= reg_file[0];    
        rcx <= reg_file[1];    
        rdx <= reg_file[2];    
        rbx <= reg_file[3];    
        rsp <= reg_file[4];    
        rbp <= reg_file[5];    
        rsi <= reg_file[6];    
        rbi <= reg_file[7];    
        r8  <= reg_file[8];    
        r9  <= reg_file[9];    
        r10 <= reg_file[10];
        r11 <= reg_file[11];
        r12 <= reg_file[12];
        r13 <= reg_file[13];
        r14 <= reg_file[14];
    end
    always @(posedge clk ) begin
        if (E_bubble == 1'b1) begin
            E_ifun <= 4'h0;
            E_valA <= 4'h0;
            E_dstE <= 4'hF;
            E_srcA <= 4'hF;
            E_srcB <= 4'hF;
            E_stat <= 4'h1;
            E_icode <= 4'h1;
            E_valC <= 4'h0;
            E_valB <= 4'h0;
            E_dstM <= 4'hF;
        end    
        else   begin
            E_icode <= D_icode;
            E_srcA <= d_srcA;
            E_dstE <= d_dstE;
            E_valA <= d_valA;
            E_valC <= D_valC;
            E_ifun <= D_ifun;
            E_srcB <= d_srcB;
            E_dstM <= d_dstM;
            E_valB <= d_valB;
            E_stat <= D_stat;
        end
    end
endmodule
==> flow/run.sh <==
#!/bin/bash
# OpenROAD 26Q1-2900-gdf79404cd8, Yosys 0.63+post, stock flow scripts
make -C /OpenROAD-flow-scripts/flow DESIGN_CONFIG=/design/flow/config.mk WORK_HOME=/design/flow/orfs finish
==> flow/config.mk <==
export PLATFORM = sky130hd
export DESIGN_NAME = Decode_Pipe
export DESIGN_NICKNAME = Decode_Pipe
export VERILOG_FILES = /design/flow/design.v
export SDC_FILE = /design/flow/constraint.sdc
export NUM_CORES = 4
export LEC_CHECK = 1
export CORE_AREA = 10 10 739 739
export DIE_AREA = 0 0 749 749
==> flow/constraint.sdc <==
current_design Decode_Pipe

set clk_period 24.5
set clk_io_pct 0.2

create_clock -name clk0 -period $clk_period [get_ports {clk}]

set non_clock_inputs [all_inputs -no_clocks]
set_input_delay [expr $clk_period * $clk_io_pct] -clock clk0 $non_clock_inputs
set_output_delay [expr $clk_period * $clk_io_pct] -clock clk0 [all_outputs]
==> Flow_metrics.wiki <==
== Flow metrics ==
{| class="wikitable"
! Metric !! Value
|-
| CTS tree || built
|-
| Number of design-rule violations left by the first detailed-router iteration || ~10000
|-
| Register pins left without a clock || between 1000 and 1500
|-
| Antenna violations before repair || around 130
|-
| Launching instance or port of the critical path || e_dstE[3]
|-
| Setup repair after global routing missed its margin || no
|-
| Kind of end point of the critical path || flip-flop
|-
| Chip width || about 750 µm
|-
| # hold bufs at CTS || 0
|-
| Final critical path time including I/O delays and setup || roughly 7.8 ns
|-
| Final Hold Viols || 0
|-
| Post-CTS Resized || 0
|-
| Tally of nets with antenna violations remaining after routing || 0
|-
| Hold wc startpoint || E_bubble
|-
| Area of the core region || about 0.53 mm²
|-
| Total number of warnings across the stage logs || 25
|-
| Largest net degree at the start of global routing || 56
|-
| Share of async-settable or async-resettable flops after synthesis || 0
|-
| Total gr overflow || 0
|-
| Worst Hold Margin || ~4.7 ns
|-
| Fin util || 0.153
|-
| Post-layout period usage of the worst path || 0.318
|-
| Average instance area after synthesis || 8.92 µm²
|-
| Final design instance area without fill || between 0.08 and 0.09 mm²
|-
| Worst setup slack before clock tree synthesis || 15.82 ns
|-
| Setup fix buffers added after clock tree synthesis || 0
|-
| Total power divided by cell area || ~34 mW/mm²
|-
| Library cells used by synthesis || 69
|-
| Post-synthesis chip area from yosys || around 0.054 mm²
|-
| Final-report max-slew violation count || 0
|-
| Final wirelength || around 700000 µm
|-
| Via count of the first global-routing pass || 63000
|-
| Leakage dissipation || between 30 and 40 nW
|-
| Root buf cell || sky130_fd_sc_hd__clkbuf_16
|-
| Post-DR vias/cell || between 4 and 5
|-
| Critical Setup Path Class || in2reg
|-
| Io pins || about 1700
|-
| Drt drc || 0
|-
| Number of synthesis warnings || 2
|-
| Number of buffers inserted during clock tree synthesis || 38
|-
| Number of rows in the core area || ~270
|-
| First-pass iteration count of the detailed router || 13
|-
| Crit path max fanout || 33
|-
| Crit path launch type || primary input
|-
| Proportion of layout cells with a drive suffix above 1 || 0.177
|-
| Result of the run || finished clean
|-
| Routed via count || ~66000
|-
| Die extent in y || about 750 µm
|-
| Count of input and output buffers || 1681
|-
| Count of fill cells added during filler insertion || approximately 60000
|-
| Number of cells on the worst hold path || 2
|-
| Worst vdd rail ir drop || ~0.000055 V
|-
| H-Tree Level Count || 2
|-
| Most used DFF post-synth || sky130_fd_sc_hd__dlxtn_1
|-
| Count of flip-flops with a built-in enable after synthesis || 0
|-
| Final setup violation count || 0
|-
| Clock-pin slew of the registers on the worst-case setup and hold paths || approximately 0.07 ns
|-
| Die area || between 0.5 and 0.6 mm²
|-
| Path category of the worst min-delay check || in2reg
|-
| Fraction of the core area occupied by cells at floorplan || 0.102
|-
| Synth Register Bits || 1324
|-
| Worst Setup Slack, final || between 15 and 20 ns
|-
| Maximum clock rate || approximately 0.13 GHz
|-
| Buffer depth of the longest clock path || 3
|-
| WL/cell || ~47 µm
|-
| Final weighted congestion in routability-driven placement || between 1 and 1.5
|-
| Total half-perimeter wirelength after legalization and detailed placement || roughly 550000 µm
|-
| Endpoints left unconstrained || about 2100
|-
| Wire length of the first global-routing pass || around 830000 µm
|-
| Netlist area before placement || 0.0539 mm²
|-
| Cell count listed in synth_stat.txt || 6043
|-
| Synthesized instance count || roughly 6000
|-
| Transition time at the pin with the least slew margin || 1.10 ns
|-
| Headroom to the max-slew limit || 0.264
|-
| Max-capacitance violation count || 0
|-
| Area of placed instances || roughly 0.08 mm²
|-
| Total GRT Usage || 0.237
|-
| Area growth syn-to-layout || 50.4%
|-
| CP required || between 20 and 30 ns
|-
| Arrival time reported for the critical path endpoint || roughly 8.3 ns
|-
| Setup tns final || 0 ns
|}
cells by family (layout without fill, tap and decap cells):
family          Yosys count  after routing  share of synthesized area
compound gates         1778           1778                      0.233
latches                1104           1104                      0.308
other cells               0             63                          0
flops                   220            220                     0.0817
mux                     987            987                      0.207
simple gates           1180           1180                      0.107
xor+xnor                 40             40                    0.00650
buf+inv                 734           2121                     0.0572
critical path, cell delays in order:
cell and delay (ns):
sky130_fd_sc_hd__clkdlybuf4s50_1 0.51, sky130_fd_sc_hd__xnor2_1 0.16, sky130_fd_sc_hd__nand4_1 0.49, sky130_fd_sc_hd__buf_4 0.48, sky130_fd_sc_hd__o21ai_0 0.83, sky130_fd_sc_hd__a2bb2oi_1 0.69, sky130_fd_sc_hd__o21ai_0 0.17
cell usage after synthesis, drive strengths merged (9+ instances only):
cell	n	share of area
nor2	105	0.0074
o22ai	132	0.016
mux2i	72	0.013
o2111ai	9	0.0015
a32oi	14	0.0023
dlxtn	1104	0.31
inv	68	0.0047
a211oi	72	0.010
nand2b	10	0.0012
o41ai	63	0.010
nand2	504	0.035
and3	70	0.0081
nor3	55	0.0053
mux2	914	0.19
a2bb2oi	64	0.010
nor4bb	12	0.0022
dfxtp	220	0.082
nand3	172	0.016
o21ai	464	0.043
a21oi	89	0.0097
and4b	9	0.0017
o22a	16	0.0026
a221o	66	0.012
and2	10	0.0012
or2	24	0.0028
o211ai	10	0.0014
nor2b	94	0.011
a31oi	9	0.0010
clkbuf	498	0.035
a222oi	117	0.022
xnor2	40	0.0065
nand4	78	0.0090
buf	167	0.018
a22oi	622	0.087
nor4b	10	0.0020
routing by layer:
layer  share of wire  GRT usage  vias up
li1                -          -    25500
met1            0.33      0.252    32500
met2            0.41      0.340     6486
met3            0.18      0.174     1930
met4           0.078      0.131       26
met5          0.0013    0.00943        -
power by group:
group	leakage [nW]	internal [mW]	switching, mW	total (mW)
registers	10.8	0.577	0.193	0.770
clock network	0.630	0.335	0.277	0.612
logic	18.8	0.523	0.821	1.34
path summary, 6_finish.rpt:
| check | slack (ns) | end |
|---|---|---|
| setup / recovery | 16.71 | E_valA[42]$_SDFF_PP0_ |
| hold / removal | 4.67 | E_valC[5]$_SDFF_PP0_ |
cell type report:
| class | count | area, µm² | share of cell area |
|---|---|---|---|
| diodes | 63 | 158 | 0.00194 |
| clock buffers | 46 | 1020 | 0.0126 |
| clock inverters | 22 | 274 | 0.00338 |
| inverters | 69 | 259 | 0.00319 |
| multi-input cells | 3985 | 30600 | 0.377 |
| flip-flops and latches | 1324 | 21000 | 0.259 |
| well taps | 6994 | 8750 | 0.108 |
| repair buffers | 1984 | 19100 | 0.236 |
cell usage in the layout (no fill, tap or decap), drive strengths merged, types with 9 or more instances in the layout:
cell,n
clkdlybuf4s50,1676
dlxtn,1104
mux2,914
a22oi,622
nand2,504
o21ai,464
buf,308
dfxtp,220
nand3,172
o22ai,132
a222oi,117
nor2,105
nor2b,94
a21oi,89
nand4,78
inv,75
a211oi,72
mux2i,72
and3,70
a221o,66
a2bb2oi,64
diode,63
o41ai,63
nor3,55
clkbuf,46
xnor2,40
or2,24
o22a,16
a32oi,14
nor4bb,12
o211ai,10
nand2b,10
and2,10
clkinv,10
nor4b,10
a31oi,9
o2111ai,9
and4b,9
flip-flops by register name, indices dropped and copies added (netlist names), 64 cells and up:
name,count
E_valC,64
E_valA,64
d_rvalA,64
E_valB,64
d_rvalB,64
reg_file,960
stage by stage:
stage | cells | total power [mW]
global route | 14500 | 2.81
floorplan | 6043 | 1.02
detailed placement | 14400 | 2.09
global placement | 14400 | 2.10
finish | 14500 | 2.73
CTS | 14400 | 2.73
Power is estimated from default activity; no workload was simulated.
